File: design/flow/config.mk
export PLATFORM = sky130hd
export DESIGN_NAME = NERP_demo_top
export DESIGN_NICKNAME = NERP_demo_top
export VERILOG_FILES = /design/flow/design.v
export SDC_FILE = /design/flow/constraint.sdc
export NUM_CORES = 4
export LEC_CHECK = 1
export CORE_UTILIZATION = 30
File: design/flow/design.v
module clk_divider #(
    parameter CLK_FREQ = 50_000_000,
    parameter COUNT = 2
) (
    input clk, rst_n_a,
    output reg clk_div,
    output reg ctrl_signal
);
    localparam output_freq = CLK_FREQ / COUNT;
    reg [31:0] count;
    always @(posedge clk or negedge rst_n_a) begin
        if (!rst_n_a == 1'b1) begin
            count <= 32'b0;
            clk_div <= 1'b0;
            ctrl_signal <= 1'b0;
        end
        else if (count == output_freq - 1) begin
            count <= 32'b0;
            clk_div <= ~clk_div;
            ctrl_signal <= ~ctrl_signal;
        end
        else begin
            count <= count + 1;
            clk_div <= clk_div;
            ctrl_signal <= ctrl_signal;
        end
    end
endmodule
module NERP_demo_top(
	input wire MAX10_CLK1_50,								 
	input wire [1:0] KEY,									 
	output wire [3:0] VGA_R,								 
	output wire [3:0] VGA_G,    							 
	output wire [3:0] VGA_B,	    						 
	output wire VGA_HS,										 
	output wire VGA_VS,										 
	output wire [9:0] LEDR
	);
	wire w_clk_div;
	clk_divider CLK_DIVIDER_WRAPPER (
		.clk(MAX10_CLK1_50),
		.rst_n_a(KEY[0]),
		.ctrl_signal(LEDR[0]),
		.clk_div(w_clk_div)
	);
	vga640x480 CGA_WRAPPER (
		.clk(w_clk_div),
		.rst_n_a(KEY[0]),
		.hsync(VGA_HS),
		.vsync(VGA_VS),
		.red(VGA_R),
		.green(VGA_G),
		.blue(VGA_B)
	);
endmodule
`timescale 1ns / 1ps
module vga640x480(
	input wire clk,			 
	input wire rst_n_a,			 
	output wire hsync,		 
	output wire vsync,		 
	output reg [3:0] red,	 
	output reg [3:0] green,  
	output reg [3:0] blue	 
);
	parameter hpixels = 800; 
	parameter vlines = 521;  
	parameter hpulse = 96; 	 
	parameter vpulse = 2; 	 
	parameter hbp = 144; 	 
	parameter hfp = 784; 	 
	parameter vbp = 31; 		 
	parameter vfp = 511; 	 
	reg [9:0] hc;
	reg [9:0] vc;
	always @(posedge clk or negedge rst_n_a) begin
		if (!rst_n_a) begin
			hc <= 0;
			vc <= 0;
		end
		else begin
			if (hc < hpixels - 1)
				hc <= hc + 1;
			else begin
				hc <= 0;
				if (vc < vlines - 1)
					vc <= vc + 1;
				else
					vc <= 0;
			end
		end
	end
	assign hsync = (hc < hpulse) ? 0 : 1;
	assign vsync = (vc < vpulse) ? 0 : 1;
	always @(*) begin
		if (vc >= vbp && vc < vfp) begin
			if (hc >= hbp && hc < (hbp + 80)) begin
				red = 4'b1111;
				green = 4'b1111;
				blue = 4'b1111;
			end
			else if (hc >= (hbp + 80) && hc < (hbp + 160)) begin
				red = 4'b1111;
				green = 4'b1111;
				blue = 4'b0000;
			end
			else if (hc >= (hbp + 160) && hc < (hbp + 240)) begin
				red = 4'b0000;
				green = 4'b1111;
				blue = 4'b1111;
			end
			else if (hc >= (hbp + 240) && hc < (hbp + 320)) begin
				red = 4'b0000;
				green = 4'b1111;
				blue = 4'b0000;
			end
			else if (hc >= (hbp + 320) && hc < (hbp + 400)) begin
				red = 4'b1111;
				green = 4'b0000;
				blue = 4'b1111;
			end
			else if (hc >= (hbp + 400) && hc < (hbp + 480)) begin
				red = 4'b1111;
				green = 4'b0000;
				blue = 4'b0000;
			end
			else if (hc >= (hbp + 480) && hc < (hbp + 560)) begin
				red = 4'b0000;
				green = 4'b0000;
				blue = 4'b1111;
			end
			else if (hc >= (hbp + 560) && hc < (hbp + 640)) begin
				red = 4'b0000;
				green = 4'b0000;
				blue = 4'b0000;
			end
			else begin
				red = 0;
				green = 0;
				blue = 0;
			end
		end
		else begin
			red = 0;
			green = 0;
			blue = 0;
		end
	end
endmodule
File: design/flow/run.sh
#!/bin/bash
# OpenROAD 26Q1-2900-gdf79404cd8, Yosys 0.63+post, stock flow scripts
make -C /OpenROAD-flow-scripts/flow DESIGN_CONFIG=/design/flow/config.mk WORK_HOME=/design/flow/orfs finish
File: design/flow/constraint.sdc
current_design NERP_demo_top

set clk_period 4.3
set clk_io_pct 0.2

create_clock -name clk0 -period $clk_period [get_ports {MAX10_CLK1_50}]

set non_clock_inputs [all_inputs -no_clocks]
set_input_delay [expr $clk_period * $clk_io_pct] -clock clk0 $non_clock_inputs
set_output_delay [expr $clk_period * $clk_io_pct] -clock clk0 [all_outputs]
==> flow_metrics.env <==
# flow metrics
export IMPL_die_h_um=104
export IMPL_hold_ws_ps=473
export IMPL_clock_latency_late_pin_ps=280
export IMPL_logic_area_sq_mm=0.00155
export IMPL_layout_top_cell="sky130_fd_sc_hd__dfrtp_1"
export IMPL_yosys_stat_seqShare_pct=43.4
export IMPL_pre_cts_slack_ps=2160
export IMPL_pin_count_of_the_biggest_net_entering_global_routing=55
export IMPL_num_vias=2234
export IMPL_antenna_found_initial=0
export IMPL_count_of_unclocked_register_or_latch_pins=20
export IMPL_final_layout_size_suffix_gt1_share_pct=8.64
export IMPL_postCtsHoldBufs=0
export IMPL_aggregate_global_routing_overflow=0
export IMPL_routedWlPerCell_um=12.0
export IMPL_critPathCaptureType="flop"
export IMPL_timing_final_crit_share_pct=49.0
export IMPL_number_of_global_route_vias_before_repair=2050
export IMPL_layout_area_seq_sq_mm=0.00135
export IMPL_edf_count=0
export IMPL_critical_path_cell_sequence="ha_1, and3_1, nand3_2, nor4_4, buf_4, a21oi_1"
export IMPL_fin_ws_ps=2190
export IMPL_synth_compound_area_share_pct=11.8
export IMPL_warnings=28
export IMPL_timing_critical_path_from_type="flop"
export IMPL_xors_xnors_by_area_pct=8.12
export IMPL_dpl_instance_area_sq_mm=0.00326
export IMPL_io_buffer_count=16
export IMPL_post_cts_setup_buffer_count=0
export IMPL_cts_tree="yes"
export IMPL_cts_resized=0
export IMPL_synth_mux_area_fraction_pct=0.321
export IMPL_holdPathStages=1
export IMPL_avgSynthCellArea_sq_um=9.55
export IMPL_final_cell_area_sq_mm=0.00335
export IMPL_final_hold_violation_count=0
export IMPL_final_cell_mix="sky130_fd_sc_hd__dfrtp_1, sky130_fd_sc_hd__o21ai_0, sky130_fd_sc_hd__nand2_1"
export IMPL_outcome="complete, no violations"
export IMPL_floorplan_rows=36
export IMPL_critPathSlowestCell="sky130_fd_sc_hd__nor4_4"
export IMPL_setup_total_negative_slack_ps=0
export IMPL_hold_end="CLK_DIVIDER_WRAPPER.ctrl_signal"
export IMPL_layout_area_overhead_vs_synth_pct=7.47
export IMPL_clockBufferDepth=2
export IMPL_timing_critical_path_max_delay_family="simple AND/OR/NAND/NOR gates"
export IMPL_rsz_0062_raised_after_global_routing="false"
export IMPL_cp_required_ps=4460
export IMPL_io_pin_count=27
export IMPL_ff2ff_path_depth=6
export IMPL_clk_root_buffer_cell="sky130_fd_sc_hd__clkbuf_8"
export IMPL_path_max_fanout=11
export IMPL_number_of_max_slew_violations_in_the_final_report=0
export IMPL_detail_route_drc_violations=0
export IMPL_path_clk_slew_ps=70
export IMPL_grt_usage_pct=10.9
export IMPL_syn_instance_count=326
export IMPL_relative_slew_slack_pct=53.2
export IMPL_regToRegSetupSlack_ps=2190
export IMPL_timing_final_setup_violations=0
export IMPL_fa_ha_area_share_pct=1.61
export IMPL_yosys_area_share_simple_pct=27.0
export IMPL_timing_setup_critical_path_class="flop to flop"
export IMPL_vdd_ir_drop_worst_mv=0.204
export IMPL_cts_inserted_buffers=5
export IMPL_hold_path_class="flop to flop"
export IMPL_placeableCoreArea_sq_mm=0.00991
export IMPL_synth_warnings=11
export IMPL_grt_pass1_wl_um=9850
export IMPL_synthesis_area_per_yosys_sq_mm=0.00311
export IMPL_period_needed_ps=2110
export IMPL_post_synth_top_area_cell="sky130_fd_sc_hd__dfrtp_1"
export IMPL_vias_per_cell=4.89
export IMPL_ys_async_sr_fraction_pct=100
export IMPL_totalWireLength_um=5500
export IMPL_portion_of_synthesized_cell_area_occupied_by_the_leading_cell_type_pct=43.4
export IMPL_floorplan_die_width_um=104
export IMPL_number_of_inserted_filler_cells_in_the_final_layout=1009
export IMPL_worst_r2r_startpoint="CLK_DIVIDER_WRAPPER.count[0]"
export IMPL_yosys_stat_cells=326
export IMPL_cp_data_arrival_time_ps=2270
export IMPL_insertedDiodeCount=0
export IMPL_yosys_most_used_dff="sky130_fd_sc_hd__dfrtp_1"
export IMPL_ys_top_logic_family="simple AND/OR/NAND/NOR gates"
export IMPL_firstDrtPassIters=4
export IMPL_untimed_endpoints=34
export IMPL_chipArea_sq_mm=0.0108
export IMPL_synth_flop_count=54
export IMPL_yosysUniqueCellTypes=53
export IMPL_drv_cap=0
export IMPL_power_per_cell_area_mw_per_mm2=169
export IMPL_place_gp_congestion=0.785
export IMPL_clock_fmax_mhz=474
export IMPL_drt_initial_drc_count=104
export IMPL_p_leak_nw=1.33
export IMPL_buffers_and_inverters_on_the_worst_path=1
export IMPL_hp_start="CLK_DIVIDER_WRAPPER.ctrl_signal"
export IMPL_syn_area_sq_mm=0.00311
export IMPL_antenna_violating_nets_post_route=0
export IMPL_htreeDepth=2
export IMPL_total_power_mw=0.565
export IMPL_post_synth_main_area_contributors="sky130_fd_sc_hd__dfrtp_1, sky130_fd_sc_hd__buf_4, sky130_fd_sc_hd__xnor2_1"
export IMPL_regToRegEndpoint="CLK_DIVIDER_WRAPPER.count[20]"
export IMPL_finalClockSkew_ps=4.54
export IMPL_peak_per_stage_delay_on_the_critical_path_ps=510
export IMPL_tightestPinTransition_ps=702
export IMPL_place_detailed_hpwl_um=3720
export IMPL_fp_util_pct=31.4
## area by class of cell
type	instances	area share, %
clock buffer	6	2.47
inverter	6	0.673
multi-input combinational	240	46.4
sequential	54	40.4
tap	133	4.97
timing repair buffer	18	5.08
## worst reg2reg max path, stage by stage, from the launching register on
cell                      delay (ps)
sky130_fd_sc_hd__dfrtp_1         400
sky130_fd_sc_hd__ha_1            220
sky130_fd_sc_hd__and3_1          350
sky130_fd_sc_hd__nand3_2         170
sky130_fd_sc_hd__nor4_4          510
sky130_fd_sc_hd__buf_4           290
sky130_fd_sc_hd__a21oi_1          60
## metal layers
metal / GRT usage, % / wire, um / vias to the layer above
met5: 0 / 0 / -
met4: 1.12 / 61 / 0
met3: 1.34 / 142 / 7
met2: 16.3 / 2360 / 28
met1: 17.8 / 2940 / 1056
li1: - / - / 1143
## power by group
| part | switching, mW | internal [mW] |
|---|---|---|
| sequential | 0 | 0.320 |
| combinational | 0.00996 | 0.000906 |
| clock | 0.112 | 0.123 |
## state kept, by name, indices dropped and copies added (netlist names)
| register | count |
|---|---|
| CGA_WRAPPER.vc | 10 |
| CLK_DIVIDER_WRAPPER.ctrl_signal | 1 |
| CGA_WRAPPER.hc | 10 |
| CLK_DIVIDER_WRAPPER.count | 32 |
| CLK_DIVIDER_WRAPPER.clk_div | 1 |
## metrics by stage
stage | instances | util, %
after CTS | 457 | 33.8
after global placement | 451 | 32.9
after detailed placement | 451 | 32.9
after global routing | 457 | 33.8
final | 457 | 33.8
after floorplan | 334 | -
## synth_stat cells (6+ instances only)
library cell	count
sky130_fd_sc_hd__inv_1	6
sky130_fd_sc_hd__xnor2_1	16
sky130_fd_sc_hd__nand3_1	18
sky130_fd_sc_hd__xor2_1	11
sky130_fd_sc_hd__clkbuf_1	9
sky130_fd_sc_hd__nand4_1	13
sky130_fd_sc_hd__nor3_1	10
sky130_fd_sc_hd__nor2_1	20
sky130_fd_sc_hd__or3_1	12
sky130_fd_sc_hd__and3_1	8
sky130_fd_sc_hd__a21oi_1	16
sky130_fd_sc_hd__nor4_1	6
sky130_fd_sc_hd__dfrtp_1	54
sky130_fd_sc_hd__nand2_1	21
sky130_fd_sc_hd__buf_4	21
sky130_fd_sc_hd__o21ai_0	22
## how the worst max path moves through the flow
| stage | cells after the start | to | from |
|---|---|---|---|
| after CTS | 6 | CLK_DIVIDER_WRAPPER.count[21] | CLK_DIVIDER_WRAPPER.count[0] |
| after global routing | 6 | CLK_DIVIDER_WRAPPER.count[24] | CLK_DIVIDER_WRAPPER.count[0] |
| final | 6 | CLK_DIVIDER_WRAPPER.count[20] | CLK_DIVIDER_WRAPPER.count[0] |
## cells by family (layout without fill, tap and decap cells)
group,count (synthesis),count (layout)
XOR/XNOR,28,28
AND/OR/NAND/NOR,140,140
multiplexers,1,1
other,1,9
adder cells (fa/ha/maj),4,4
AND-OR/OR-AND,58,58
buffers and inverters,40,30
flip-flops,54,54
Power figures rest on the tool's default switching activity, not on a simulated workload.
