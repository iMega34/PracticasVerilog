**/design/flow/constraint.sdc**
```tcl
current_design FSM_PSW_wr

set clk_period 5.2
set clk_io_pct 0.2

create_clock -name clk0 -period $clk_period [get_ports {KEY}]
create_clock -name clk1 -period $clk_period [get_ports {MAX10_CLK1_50}]

set non_clock_inputs [all_inputs -no_clocks]
set_input_delay [expr $clk_period * $clk_io_pct] -clock clk0 $non_clock_inputs
set_output_delay [expr $clk_period * $clk_io_pct] -clock clk0 [all_outputs]
```
**/design/flow/config.mk**
```make
export PLATFORM = sky130hd
export DESIGN_NAME = FSM_PSW_wr
export DESIGN_NICKNAME = FSM_PSW_wr
export VERILOG_FILES = /design/flow/design.v
export SDC_FILE = /design/flow/constraint.sdc
export NUM_CORES = 4
export LEC_CHECK = 1
export CORE_UTILIZATION = 50
```
**/design/flow/design.v**
```verilog
module FSM_PSW #(
    parameter  PW_D1 = 0,
    parameter  PW_D2 = 0,
    parameter  PW_D3 = 0,
    parameter  PW_D4 = 0
) (
    input clk, rst_n_a,
    input enable,
    input [3:0] input_psw,
    output reg [1:0] psw_output
);
    parameter   IDLE = 0,
                CHECK_D1 = 1,
                CHECK_D2 = 2,
                CHECK_D3 = 3,
                CHECK_D4 = 4,
                CORRECT  = 5;
    reg [2:0] current_state, next_state;
    always @(posedge clk or negedge rst_n_a) begin
        begin
            if (!rst_n_a)
                current_state <= IDLE;
            else
                current_state <= next_state;
        end
    end
    always @(posedge enable) begin
        psw_output = 2'b00;
        case (current_state)
            IDLE:
                begin
                    if (enable == 0)
                        next_state = IDLE;
                    else
                        next_state = CHECK_D1;
                end
            CHECK_D1:
                begin
                    if (enable == 1)
                        begin
                            if (input_psw == PW_D1)
                                next_state = CHECK_D2;
                            else
                                begin
                                    next_state = IDLE;
                                    psw_output = 2'b01;
                                end
                        end
                    else
                        next_state = CHECK_D1;
                end
            CHECK_D2:
                begin
                    if (enable == 1)
                        begin
                            if (input_psw == PW_D2)
                                next_state = CHECK_D3;
                            else
                                begin
                                    next_state = IDLE;
                                    psw_output = 2'b01;
                                end
                        end
                    else
                        next_state = CHECK_D2;
                end
            CHECK_D3:
                begin
                    if (enable == 1)
                        begin
                            if (input_psw == PW_D3)
                                next_state = CHECK_D4;
                            else
                                begin
                                    next_state = IDLE;
                                    psw_output = 2'b01;
                                end
                        end
                    else
                        next_state = CHECK_D3;
                end
            CHECK_D4:
                begin
                    if (enable == 1)
                        begin
                            if (input_psw == PW_D4)
                                next_state = CORRECT;
                            else
                                begin
                                    next_state = IDLE;
                                    psw_output = 2'b01;
                                end
                        end
                    else
                        next_state = CHECK_D4;
                end
            CORRECT:
                begin
                    if (enable == 1)
                        next_state = IDLE;
                    else
                        next_state = CORRECT;
                        psw_output = 2'b10;
                end
            default:
                next_state = IDLE;
        endcase
    end
endmodule
module FSM_PSW_wr (
    input MAX10_CLK1_50,
    input [1:0] KEY,
    input [3:0] SW,
    output [9:0] LEDR,
    output [6:0] HEX0, HEX1
);
    wire clk_div_wire;
    clk_divider #(
        .COUNT(10)
    ) CLK_WRAPPER(
        .clk(MAX10_CLK1_50),
        .rst_n_a(KEY[0]),
        .ctrl_signal(LEDR[9]),
        .clk_div(clk_div_wire)
    );
    FSM_PSW #(
        .PW_D1(7),
        .PW_D2(1),
        .PW_D3(1),
        .PW_D4(7)
    ) FSM_PSW_WRAPPER(
        .clk(clk_div_wire),
        .rst_n_a(KEY[0]),
        .enable(KEY[1]),
        .input_psw(SW),
        .psw_output(LEDR[1:0])
    );
    segmentos_7_wr DISPLAY_WRAPPER(
        .switch_input(SW),
        .HEX0(HEX0),
        .HEX1(HEX1)
    );
endmodule
module clk_divider #(
    parameter CLK_FREQ = 50_000_000,
    parameter COUNT = 2
) (
    input clk, rst_n_a,
    output reg clk_div,
    output reg ctrl_signal
);
    localparam output_freq = CLK_FREQ / COUNT;
    reg [31:0] count;
    always @(posedge clk or negedge rst_n_a) begin
        if (!rst_n_a == 1'b1) begin
            count <= 32'b0;
            clk_div <= 1'b0;
            ctrl_signal <= 1'b0;
        end
        else if (count == output_freq - 1) begin
            count <= 32'b0;
            clk_div <= ~clk_div;
            ctrl_signal <= ~ctrl_signal;
        end
        else begin
            count <= count + 1;
            clk_div <= clk_div;
            ctrl_signal <= ctrl_signal;
        end
    end
endmodule
module segmentos_7(
    input [7:0] switch_input,
    output reg [6:0] display
);
    always @(*) begin
        case(switch_input)
            0:
                display = 7'h40;
            1:
                display = 7'h79;
            2:
                display = 7'h24;
            3:
                display = 7'h30;
            4:
                display = 7'h19;
            5:
                display = 7'h12;
            6:
                display = 7'h02;
            7:
                display = 7'h78;
            8:
                display = 7'h00;
            9:
                display = 7'h18;
            default:
                display = 7'h7E;
        endcase
    end
endmodule
module segmentos_7_wr(
    input [7:0] switch_input,
    output [6:0] HEX0, HEX1, HEX2
);
    reg [3:0] unidades;
    reg [3:0] decenas;
    always @(switch_input) begin
        unidades = switch_input % 10;
        decenas = (switch_input / 10) % 10;
    end
    segmentos_7 UNIDADES(
        .switch_input(unidades),
        .display(HEX0)
    );
    segmentos_7 DECENAS(
        .switch_input(decenas),
        .display(HEX1)
    );
endmodule
```
**/design/flow/run.sh**
```bash
#!/bin/bash
# OpenROAD 26Q1-2900-gdf79404cd8, Yosys 0.63+post, stock flow scripts
make -C /OpenROAD-flow-scripts/flow DESIGN_CONFIG=/design/flow/config.mk WORK_HOME=/design/flow/orfs finish
```
==> results.json <==
{
  "cp_max_fo": 6,
  "grt_antenna_before_repair": 0,
  "grt_pass1_wl_um": 8620,
  "vias": 1881,
  "route.detailed.drc": 0,
  "holdWs_ns": -0.350,
  "cts_hold_buf": 0,
  "synth_area_mm2": 0.00231,
  "hp-class": "clk2async",
  "wl_per_cell_um": 15.1,
  "logic_area_mm2": 0.00114,
  "synth_cell_types": 46,
  "post-cts-setup-buffer-count": 0,
  "edf_count": 0,
  "drt_wl_total_um": 4970,
  "seq_area_mm2": 0.00103,
  "die_w_um": 69.9,
  "setup_viol": 0,
  "yosys_cells": 239,
  "rows": 24,
  "slew_viol_final": 0,
  "unclocked_pins": 3,
  "async_reset_ff_share_pct": 88.1,
  "rsz0062_at_grt": "false",
  "slowest_stage": "clkdlybuf4s50_1",
  "crit_required_ns": 4.16,
  "critical_path_arrival_ns": 3.12,
  "yosysChipArea_mm2": 0.00231,
  "gp_congestion": 0.895,
  "crit_chain": "clkdlybuf4s50_1 > inv_1 > ha_1 > o21ai_0 > nand3_1 > o21ai_0 > clkdlybuf4s50_1",
  "num-fill-cells": 333,
  "relSlewSlack_pct": 58.3,
  "cts_resized": 0,
  "tns_ns": 0,
  "slowest_delay_ns": 0.54,
  "top_cell": "dfrtp_1",
  "initial_core_util_pct": 52.7,
  "topCellsByArea": "dfrtp_1 (40%), xor2_1 (6.8%), buf_4 (5.2%)",
  "antenna_cells": 0,
  "ios": 31,
  "syn_avg_cell_area_um2": 9.66,
  "p_leak_uw": 0.00133,
  "critPathCaptureType": "primary output",
  "clk_pin_slew_ns": 0.07,
  "viasPerCell": 5.72,
  "ys.flop_type": "dfrtp_1",
  "grt_pass1_vias": 2016,
  "core_area_mm2": 0.00438,
  "critPathLaunch": "SW[1]",
  "ys_seq_share_pct": 44.4,
  "die-area_mm2": 0.00489,
  "dp_hpwl_um": 2960,
  "worstMarginPinSlew_ns": 0.619,
  "tritoncts": "yes",
  "ant_nets": 0,
  "finClkSkew_ns": 0.00507,
  "r2r_end": "CLK_WRAPPER.count[19]",
  "drtIter0Drc": 61,
  "top_area_cell": "dfrtp_1",
  "reg2reg_from": "CLK_WRAPPER.count[8]",
  "ys.warnings.count": 14,
  "grt_max_degree": 12,
  "top_area_share_pct": 40.1,
  "ff2ff_path_depth": 4,
  "tool_warnings": 130,
  "maxCapViolCount": 0,
  "io_buffers": 18,
  "violations": "negative hold slack",
  "synthCells": 239,
  "status": "complete, but fails checks",
  "cp-start-kind": "input port",
  "untimed_endpoints": 4,
  "ir_drop_v": 0.000291,
  "r2r_slack_ns": 3.25,
  "top_cells_by_count": "dfrtp_1 (37), xor2_1 (18), buf_4 (16), nand2_1 (16)",
  "drive_above_1_share_pct": 12.3,
  "numSynthFlops": 42,
  "fp.dieH_um": 69.9,
  "crit_type": "in2out",
  "syn_to_final_growth_pct": 22.9,
  "cp-endpoint": "HEX0[2]",
  "grt.total_usage_pct": 23.0,
  "powerDensity_mw_per_mm2": 379,
  "grt_overflow": 0,
  "first_pass_iters": 4,
  "finalHoldViolCount": 34
}
-- critical path: cells and delay by family --
kind	cells	cell delay [ns]
AND-OR/OR-AND	2	0.62
adder cells (fa/ha/maj)	1	0.21
buffers and inverters	3	1.10
AND/OR/NAND/NOR	1	0.15
-- layout make-up --
cell class | instances | area share [%]
clock inverters | 5 | 1.81
flip-flops and latches | 42 | 36.2
clock buffers | 27 | 12.0
well taps | 52 | 2.29
multi-input cells | 175 | 40.0
inverters | 10 | 1.32
repair buffers | 18 | 6.35
-- state kept, by name, summed over array words and instances (netlist names) --
signal	count
CLK_WRAPPER.clk_div	1
CLK_WRAPPER.count	32
CLK_WRAPPER.ctrl_signal	1
FSM_PSW_WRAPPER.current_state	3
FSM_PSW_WRAPPER.next_state	3
FSM_PSW_WRAPPER.psw_output	2
-- power breakdown --
group | switching [uW] | internal (uW) | leakage, uW
sequential | 1.67 | 306 | 0.000556
combinational | 17.2 | 31.1 | 0.000544
clock | 263 | 457 | 0.000228
total | 282 | 794 | 0.00133
-- logic make-up after synthesis --
| logic type | after synthesis | synth area share (%) |
|---|---|---|
| other cells | 2 | 0.325 |
| mux | 5 | 2.22 |
| xor+xnor | 27 | 10.2 |
| buf+inv | 30 | 7.64 |
| flops | 42 | 44.4 |
| simple gates | 97 | 24.7 |
| fa+ha+maj | 5 | 2.71 |
| compound gates | 31 | 7.75 |
-- how the worst min path moves through the flow --
stage                 slack, ns  cells past startpoint  startpoint                       to
final                     -0.35                      2      KEY[0]      CLK_WRAPPER.clk_div
after global routing      -0.32                      2      KEY[0]    CLK_WRAPPER.count[26]
after CTS                 -0.32                      2      KEY[0]  CLK_WRAPPER.ctrl_signal
-- cells in the final DEF (no fill, tap or decap), types with 2 or more instances in the layout --
cell type        instances
nor4_1                   3
clkbuf_8                24
inv_1                   10
nand3_1                 15
and3_1                   3
o21ai_0                 10
clkinv_1                 2
clkdlybuf4s50_1         18
xnor2_1                  9
nor3_1                  15
a21oi_1                 11
clkbuf_1                 3
nor2b_1                  2
xor2_1                  18
dfrtp_1                 37
nand2_1                 16
nand4_1                 11
and4_1                   5
dfxtp_1                  5
nor2_1                  12
ha_1                     5
nor4b_1                  2
mux2i_1                  4
conb_1                  10
or3_1                    2
-- metrics by stage --
step           utilization (%)  cell area (um^2)  setup slack, ns  std cells  total power [uW]
6_report                  64.7              2840             1.04        329              1080
5_1_grt                   64.7              2840            0.834        329              1200
4_1_cts                   64.7              2840             1.06        329              1160
3_5_place_dp              55.8              2440             1.07        297               387
3_3_place_gp              55.8              2440             1.13        297               386
2_1_floorplan                -              2340             2.17        247               362
-- routing by layer --
layer	track usage (%)	up-vias	routed length, um
met5	4.44	-	0
met4	14.2	0	174
met1	30.5	880	2280
met2	28.8	87	2110
li1	-	893	-
met3	13.6	21	412
Power and IR drop assume default switching activity.
